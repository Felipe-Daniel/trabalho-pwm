[flow/config.mk]
export PLATFORM = sky130hd
export DESIGN_NAME = top
export DESIGN_NICKNAME = top
export VERILOG_FILES = /design/flow/design.v
export SDC_FILE = /design/flow/constraint.sdc
export NUM_CORES = 4
export LEC_CHECK = 1
export CORE_AREA = 10 10 101 101
export DIE_AREA = 0 0 111 111
export SYNTH_HDL_FRONTEND = slang
[flow/constraint.sdc]
current_design top

set clk_period 2.5
set clk_io_pct 0.2

create_clock -name clk0 -period $clk_period [get_ports {clk}]

set non_clock_inputs [all_inputs -no_clocks]
set_input_delay [expr $clk_period * $clk_io_pct] -clock clk0 $non_clock_inputs
set_output_delay [expr $clk_period * $clk_io_pct] -clock clk0 [all_outputs]
[flow/design.v]
module binary_to_digits(
    input wire [3:0] binary_in,  
    output reg [3:0] digit0,     
    output reg [3:0] digit1,     
    output reg [3:0] digit2      
);
always @(*) begin
    case (binary_in)
        4'b0000: begin
            digit0 = 4'd0;     
            digit1 = 4'd0;     
            digit2 = 4'd0;     
        end
        4'b0001: begin
            digit0 = 4'd0;     
            digit1 = 4'd1;     
            digit2 = 4'd0;     
        end
        4'b0010: begin
            digit0 = 4'd0;     
            digit1 = 4'd2;     
            digit2 = 4'd0;     
        end
        4'b0011: begin
            digit0 = 4'd0;     
            digit1 = 4'd3;     
            digit2 = 4'd0;     
        end
        4'b0100: begin
            digit0 = 4'd0;     
            digit1 = 4'd4;     
            digit2 = 4'd0;     
        end
        4'b0101: begin
            digit0 = 4'd0;     
            digit1 = 4'd5;     
            digit2 = 4'd0;     
        end
        4'b0110: begin
            digit0 = 4'd0;     
            digit1 = 4'd6;     
            digit2 = 4'd0;     
        end
        4'b0111: begin
            digit0 = 4'd0;     
            digit1 = 4'd7;     
            digit2 = 4'd0;     
        end
        4'b1000: begin
            digit0 = 4'd0;     
            digit1 = 4'd8;     
            digit2 = 4'd0;     
        end
        4'b1001: begin
            digit0 = 4'd0;     
            digit1 = 4'd9;     
            digit2 = 4'd0;     
        end
        4'b1010: begin
            digit0 = 4'd0;     
            digit1 = 4'd0;     
            digit2 = 4'd1;     
        end
        default: begin
            digit0 = 4'd0;     
            digit1 = 4'd0;
            digit2 = 4'd0;
        end
    endcase
end
endmodule
module controller (
    input wire clk,
	 input wire [17:0] SW,
    output reg swt_increase,
    output reg swt_decrease,
    output reg swt_start_stop
);
    always @(posedge clk) begin
        swt_increase <= SW[2];
        swt_decrease <= SW[1];
        swt_start_stop <= SW[0];
    end
endmodule
module display (       
    input wire clk,
    input wire [3:0] digit0,
    input wire [3:0] digit1,
    input wire [3:0] digit2,
    output reg [6:0] HEX0,
    output reg [6:0] HEX1,
    output reg [6:0] HEX2
);
always @(*) begin
    case (digit0)
	    4'b0000: HEX0 = 7'b1000000;  
        4'b0001: HEX0 = 7'b1000000;  
        4'b0010: HEX0 = 7'b1000000;  
        4'b0011: HEX0 = 7'b1000000;  
        4'b0100: HEX0 = 7'b1000000;  
        4'b0101: HEX0 = 7'b1000000;  
        4'b0110: HEX0 = 7'b1000000;  
        4'b0111: HEX0 = 7'b1000000;  
        4'b1000: HEX0 = 7'b1000000;  
        4'b1001: HEX0 = 7'b1000000;  
        4'b1010: HEX0 = 7'b1000000;  
        default: HEX0 = 7'b1111111;  
    endcase
    case (digit1)
        4'b0000: HEX1 = 7'b1000000;  
        4'b0001: HEX1 = 7'b1111100;  
        4'b0010: HEX1 = 7'b0100100;  
        4'b0011: HEX1 = 7'b0110000;  
        4'b0100: HEX1 = 7'b0011001;  
        4'b0101: HEX1 = 7'b1000010;  
        4'b0110: HEX1 = 7'b0000010;  
        4'b0111: HEX1 = 7'b1111000;  
        4'b1000: HEX1 = 7'b0000000;  
        4'b1001: HEX1 = 7'b0010000;  
        4'b1010: HEX1 = 7'b1000000;  
        default: HEX1 = 7'b1111111;  
    endcase
    case (digit2)
		  4'b0000: HEX2 = 7'b1111111;  
        4'b0001: HEX2 = 7'b1111111;  
        4'b0010: HEX2 = 7'b1111111;  
        4'b0011: HEX2 = 7'b1111111;  
        4'b0100: HEX2 = 7'b1111111;  
        4'b0101: HEX2 = 7'b1111111;  
        4'b0110: HEX2 = 7'b1111111;  
        4'b0111: HEX2 = 7'b1111111;  
        4'b1000: HEX2 = 7'b1111111;  
        4'b1001: HEX2 = 7'b1111111;  
        4'b1010: HEX2 = 7'b1111100;  
        default: HEX2 = 7'b1111111;  
    endcase
end
endmodule
module ihm(
    input clk, swt_increase, swt_decrease, swt_start_stop,
    output reg motor_pwm, motor_running
);
reg [1:0] state;
parameter standby = 1'b0,
          motor_on = 1'b1;
always @(posedge clk) begin	  
    begin
        case (state)
            standby: begin
                if (swt_start_stop == 1'b1) 
                    state <= motor_on;
                else 
                    state <= standby;
            end
            motor_on: begin
                if (swt_start_stop == 1'b0) 
                    state <= standby;
                else 
                    state <= motor_on;
            end
            default: state <= standby;
        endcase
    end  
end
always @(state or swt_start_stop or swt_increase or swt_decrease) begin
    case (state)
        standby: begin
            if (swt_start_stop == 1'b1) begin
                motor_pwm = 1'b1;
                motor_running = 1'b1;
            end else begin
                motor_pwm = 1'b0;
                motor_running = 1'b0;
            end
        end
        motor_on: begin
            if (swt_start_stop == 1'b0) begin
                motor_pwm = 1'b0;
                motor_running = 1'b0;
            end else if (swt_increase == 1'b1 && swt_decrease == 1'b0) begin
                motor_pwm = 1'b1;
                motor_running = 1'b1;
            end else if (swt_increase == 1'b0 && swt_decrease == 1'b1) begin
					 motor_pwm = 1'b1;
					 motor_running = 1'b1;
				end else if (swt_increase == 1'b1 && swt_decrease == 1'b1) begin
                motor_pwm = 1'b0;
                motor_running = 1'b1;
            end
        end
    endcase
end
endmodule
module pwm
 (
 clk,
 swt_increase,  
 swt_decrease,  
 PWM_OUT,
 DUTY_CYCLE  
    );
 input clk;
 input swt_increase;
 input swt_decrease;
 output PWM_OUT;
 output DUTY_CYCLE;
 wire slow_clk_enable;  
 reg[27:0] counter_debounce = 0;  
 wire tmp1, tmp2, duty_inc;
 wire tmp3, tmp4, duty_dec;
 reg[3:0] counter_PWM = 5;  
 reg[3:0] DUTY_CYCLE = 5;  
 always @(posedge clk)
 begin
   counter_debounce <= counter_debounce + 1;
   if(counter_debounce >= 1)
    counter_debounce <= 0;
 end
 assign slow_clk_enable = counter_debounce == 1 ? 1 : 0;
 DFF_PWM PWM_DFF1(clk, slow_clk_enable, swt_increase, tmp1);
 DFF_PWM PWM_DFF2(clk, slow_clk_enable, tmp1, tmp2); 
 assign duty_inc =  tmp1 & (~tmp2) & slow_clk_enable;
 DFF_PWM PWM_DFF3(clk, slow_clk_enable, swt_decrease, tmp3);
 DFF_PWM PWM_DFF4(clk, slow_clk_enable, tmp3, tmp4); 
 assign duty_dec =  tmp3 & (~tmp4) & slow_clk_enable;
 always @(posedge clk)
 begin
   if(duty_inc == 1 && DUTY_CYCLE <= 9) 
    DUTY_CYCLE <= DUTY_CYCLE + 1;
   else if(duty_dec == 1 && DUTY_CYCLE >= 1) 
    DUTY_CYCLE <= DUTY_CYCLE - 1;
 end 
 always @(posedge clk)
 begin
   counter_PWM <= counter_PWM + 1;
   if(counter_PWM >= 9)
    counter_PWM <= 0;
 end
 assign PWM_OUT = counter_PWM < DUTY_CYCLE ? 1 : 0;
endmodule
module DFF_PWM(clk, en, D, Q);
input clk, en, D;
output reg Q;
always @(posedge clk)
begin 
 if(en == 1)  
  Q <= D;
end 
endmodule
module top (clk, SW, HEX0, HEX1, HEX2);
input wire clk;
input wire [17:0] SW;
output wire [6:0] HEX0;
output wire [6:0] HEX1;
output wire [6:0] HEX2;
wire swt_increase, swt_decrease, swt_start_stop;
wire motor_pwm, motor_running;
wire [7:0] PWM_OUT;
wire [3:0] DUTY_CYCLE;
wire [3:0] digit0, digit1, digit2;
controller controller (
  .clk(clk),
  .SW(SW),
  .swt_increase(swt_increase),
  .swt_decrease(swt_decrease),
  .swt_start_stop(swt_start_stop)
);
ihm ihm (
    .clk(clk),                    
    .swt_increase(swt_increase),  
    .swt_decrease(swt_decrease), 
    .swt_start_stop(swt_start_stop),      
    .motor_pwm(motor_pwm),      
    .motor_running(motor_running)
);
pwm pwm (
 .clk(clk),
 .swt_increase(swt_increase),  
 .swt_decrease(swt_decrease),
 .PWM_OUT(PWM_OUT),
 . DUTY_CYCLE( DUTY_CYCLE)
);
binary_to_digits binary_to_digits (
    .binary_in( DUTY_CYCLE),
    .digit0(digit0),
    .digit1(digit1),
    .digit2(digit2)
);
display display(
    .clk(clk),
    .digit0(digit0),     
    .digit1(digit1),     
    .digit2(digit2),     
    .HEX0(HEX0),
    .HEX1(HEX1),
    .HEX2(HEX2)
);
endmodule
[flow/run.sh]
#!/bin/bash
# OpenROAD 26Q1-2900-gdf79404cd8, Yosys 0.63+post, stock flow scripts
make -C /OpenROAD-flow-scripts/flow DESIGN_CONFIG=/design/flow/config.mk WORK_HOME=/design/flow/orfs finish
==> impl_metrics.tcl <==
# collected from the flow reports
set metrics [dict create \
    ys_sh_aoi 0.0791 \
    htree_levels 2 \
    vias 1018 \
    r2r_start "pwm.DUTY_CYCLE[1]" \
    wire_per_inst_um 7.85 \
    netlist_top_cells_area "dfxtp_1 40%, edfxtp_1 14%, ha_1 6.7%, buf_4 6.2%, xnor2_1 3.6%" \
    remaining_drc_errors 0 \
    status "completed" \
    dieArea_mm2 0.0123 \
    fp_util 0.208 \
    die_y_um 111 \
    ys_cells 156 \
    top_cells_by_count "34 x dfxtp_1, 14 x buf_4, 13 x nor2_1" \
    xor_share 0.0362 \
    numPortBuffers 9 \
    grt_overflow 0 \
    rsz0062_at_grt "false" \
    cp_slowest_stage_delay_ns 0.46 \
    yosys.area_share.simple 0.146 \
    pin_count 40 \
    cts_sinks 42 \
    logic_area_um2 754 \
    cts_root_buf "clkbuf_8" \
    clock.fmax_mhz 436 \
    numCtsBuffers 5 \
    final-setup-viol-count 0 \
    finalHoldWorstSlack_ns 0.408 \
    edf_count 8 \
    yosysTopAreaCell "dfxtp_1" \
    powerDensity_mw_per_mm2 597 \
    globalplace.congestion 0.766 \
    antenna_found_initial 0 \
    syn_area_mm2 0.00169 \
    crit_slowest_cell "clkdlybuf4s50_1" \
    top_logic_kind "simple AND/OR/NAND/NOR gates" \
    wl_um 2360 \
    ys_warn_count 0 \
    cp-end-kind "primary output" \
    peakVddDrop_mv 0.377 \
    final_cell_area_mm2 0.00207 \
    yosys.cell_types.count 33 \
    ys_seq_frac 0.544 \
    power_leakage_nw 0.807 \
    clock_latency_ns 0.28 \
    grt_pass1_wl_um 4310 \
    cap_violations 0 \
    worst_pin_slew_ns 0.573 \
    fin_ws_ns 0.204 \
    die_w_um 111 \
    rows 33 \
    worst_ep_arrival_time_ns 1.80 \
    dpl.hpwl_um 1800 \
    top_cell "dfxtp_1" \
    async_flop_share 0 \
    syn_inst 156 \
    vias_per_cell 3.38 \
    synthMuxAreaShare 0.0303 \
    place_area_mm2 0.00195 \
    fillers 855 \
    fin_crit_ns 2.30 \
    preCtsSetupSlack_ns 0.155 \
    skew_ns 0.00467 \
    hp-class "reg2reg" \
    post_synth_fa_ha_maj_area_fraction 0.0666 \
    grt_pass1_vias 953 \
    final-max-slew-violation-count 0 \
    tool_warnings 47 \
    clk_pin_slew_ns 0.07 \
    drive_gt1_frac 0.0867 \
    clockBufferDepth 2 \
    hold_viol 0 \
    core_area_mm2 0.00813 \
    r2r_slack_ns 0.22 \
    syn_to_final_growth_pct 22.2 \
    top_cell_area_share 0.402 \
    min_from "controller.swt_decrease" \
    setup_tns_ns 0 \
    grt_max_degree 14 \
    ant_nets 0 \
    synthFlopType "dfxtp_1" \
    postSynthAreaPerCell_um2 10.8 \
    cts_tree "built" \
    path_class "reg2out" \
    slew_headroom 0.615 \
    cts_hold_buf 0 \
    required_ns 2.00 \
    ys_seq_elements 42 \
    path_cells "inv_1 > ha_1 > nand3b_1 > o21a_1 > clkdlybuf4s50_1" \
    register_area_um2 921 \
    dr.pass1.iters 4 \
    start_kind "flip-flop" \
    ys_area_mm2 0.00169 \
    fin_crit_sh 0.918 \
    diodes 0 \
    drt_iter0_drc 26 \
    worstPathMaxFanout 5 \
    grt_usage 0.0393 \
    startpoint "binary_to_digits.digit1[0]" \
]
## logic make-up (layout without fill, tap and decap cells)
group | after synthesis | count (layout)
compound gates | 21 | 21
xor+xnor | 7 | 7
fa+ha+maj | 9 | 9
buf+inv | 28 | 31
flops | 42 | 42
mux | 5 | 5
other cells | 2 | 39
simple gates | 42 | 42
## metal layers
metal / wire length [um] / up-vias / global-route usage
met3: 143 / 2 / 0.0148
met2: 942 / 18 / 0.0562
met5: 0 / - / 0
met1: 1270 / 447 / 0.0565
li1: - / 551 / -
met4: 13 / 0 / 0.00521
## final timing paths
check / to / cells past startpoint
worst max-delay path: HEX1[4] / 5
worst min-delay path: pwm.PWM_DFF3.Q / 0
worst max register to register: binary_to_digits.digit1[0] / 8
worst min register to register: pwm.PWM_DFF3.Q / 0
## worst max-delay path: cells and delay by family, from the launching register on
kind | cells | cell delay, ns
AND/OR/NAND/NOR | 1 | 0.11
AND-OR/OR-AND | 1 | 0.13
flip-flops | 1 | 0.41
buffers and inverters | 2 | 0.53
adder cells (fa/ha/maj) | 1 | 0.33
## power by group
| group | switching (W) | internal, W | leakage (nW) |
|---|---|---|---|
| clock network | 0.000210 | 0.000298 | 0.0514 |
| logic | 0.00000642 | 0.00000457 | 0.389 |
| registers | 0.00000590 | 0.000710 | 0.368 |
## layout by cell type (no fill, tap or decap), drive strengths merged, types with 7 or more instances in the layout
| cell type | synthesis | layout |
|---|---|---|
| conb | 2 | 39 |
| nor2 | 13 | 13 |
| clkdlybuf4s50 | 0 | 9 |
| dfxtp | 34 | 34 |
| inv | 12 | 12 |
| edfxtp | 8 | 8 |
| ha | 9 | 9 |
| o21ai | 7 | 7 |
| xnor2 | 7 | 7 |
## state kept, by name, summed over array words and instances, names as in the netlist
signal,count
pwm.counter_debounce,28
pwm.PWM_DFF4.Q,1
controller.swt_decrease,1
pwm.PWM_DFF2.Q,1
controller.swt_increase,1
pwm.PWM_DFF1.Q,1
pwm.PWM_DFF3.Q,1
binary_to_digits.digit1,4
pwm.DUTY_CYCLE,4
## stage by stage
| step | total power [W] | util | cells |
|---|---|---|---|
| 6_report | 0.00123 | 0.254 | 301 |
| 2_1_floorplan | 0.000752 | - | 193 |
| 5_1_grt | 0.00129 | 0.254 | 301 |
| 3_5_place_dp | 0.000744 | 0.240 | 293 |
| 4_1_cts | 0.00125 | 0.254 | 301 |
| 3_3_place_gp | 0.000743 | 0.240 | 293 |
## repair_timing
action / CTS / global route
endpoints found under the setup margin: 0 / 1
hold endpoints to repair: 0 / 0
resized: 0 / 1
setup buffers: 0 / 0
## cell type report
| class | count | share of cell area |
|---|---|---|
| sequential | 42 | 0.446 |
| multi-input combinational | 123 | 0.365 |
| tap | 105 | 0.0636 |
| timing repair buffer | 11 | 0.0508 |
| clock buffer | 6 | 0.0351 |
| inverter | 12 | 0.0218 |
| clock inverter | 2 | 0.0182 |
Power is estimated from default activity; no workload was simulated.
